[/design/flow/design.v]
module ALU (y, a, b, select);		  
parameter WIDTH = 3;
output 	[WIDTH: 0] 	y;
input		[WIDTH-1: 0]	a, b;
input		[2: 0]	select;
reg		[WIDTH: 0]	y;
always @ (*)
begin
y= 32'b0;
case (select)
3'b000:	y = a;
4'b001:	y = a + 1'b1;
3'b010:	y = a + b;
3'b011:	y = a + b + 1'b1;
3'b100:	y = a + {1'b0,~b};
3'b101:	y = a + ({1'b0,~b}) + 1'b1;
3'b110:	y = {1'b0,a} - 1'b1;
3'b111:	y = b;
endcase
end
endmodule
module MIPS_Multi_Cycle
#
(
parameter WIDTH=32
)
(
input clk,
input reset,
input RegDst,
input ALUSrcA,
input PCSrc,
input PCWrite,
input MemWrite,
input IorD,
input IRWrite,
input MomtoReg,
input RegWrite,
input [2:0] ALUControl,
input [1:0] ALUSrcB,
output [WIDTH-1:0] Simulacion,
output [WIDTH-1:0] out,
output [WIDTH-1:0] pcounter,
output [WIDTH-1:0] instr
);
wire [WIDTH-1:0] RF_A;
wire [WIDTH-1:0] RF_B;
reg [WIDTH-1:0] Adr;
reg [WIDTH-1:0] WData;
wire [WIDTH-1:0] Instruction;
Memory_System Mem(.clk(clk), .Write_Data(RF_B), .Address_i(Adr), .Write_Enable_i(MemWrite), .Instruction_o(Instruction));
wire [WIDTH-1:0] Ms_r;
Register #(.WIDTH(WIDTH)) R_MS (.clk(clk), .reset(reset), .d(Instruction), .enable(IRWrite), .q(Ms_r));
wire [4:0] Write_reg;
mux2to1 #(.WIDTH(5)) Mux_RF(.I0(Ms_r[20:16]), .I1(Ms_r[15:11]), .Sel(RegDst), .Data_out(Write_reg));
wire [WIDTH-1:0] SignImm;
Sign_Extend Sign_Ext(.d(Ms_r[15:0]), .q(SignImm));
wire [WIDTH-1:0] Read_data_1;
wire [WIDTH-1:0] Read_data_2;
Register_file2 Reg_file(.clk(clk), .reset(reset), .Read_Data_1_o(Read_data_1), .Read_Data_2_o(Read_data_2),
								.Read_Register_1_i(Ms_r[25:21]), .Read_Register_2_i(Ms_r[20:16]),
								.Write_Register_i(Write_reg), .Reg_Write_i(RegWrite), .Write_Data_i(WData));
Register #(.WIDTH(WIDTH)) R_RF_A(.d(Read_data_1), .clk(clk), .reset(reset), .enable(1'b1), .q(RF_A));
Register #(.WIDTH(WIDTH)) R_RF_B(.d(Read_data_2), .clk(clk), .reset(reset), .enable(1'b1), .q(RF_B));
wire [WIDTH-1:0] PC;
wire [WIDTH-1:0] SrcA;
mux2to1 #(.WIDTH(WIDTH)) Mux_A_PC(.I0(PC), .I1(RF_A), .Sel(ALUSrcA), .Data_out(SrcA));
wire [WIDTH-1:0] SrcB;
mux4to1 MUX_SrcB(.I0(RF_B), .I1(32'd4), .I2(SignImm), .I3(32'd0), .Sel(ALUSrcB), .Data_out(SrcB));
wire [WIDTH:0] ALUResult;
ALU #(.WIDTH(WIDTH)) ALU_i (.y(ALUResult), .a(SrcA), .b(SrcB), .select(ALUControl));
wire [WIDTH-1:0] ALUOut;
Register #(.WIDTH(WIDTH)) R_ALU(.d(ALUResult), .clk(clk), .reset(reset), .enable(1'b1), .q(ALUOut));
reg [WIDTH-1:0] PC1;
always @*
begin 
 if(PCSrc) 
 PC1=ALUOut;
 else 
 PC1=ALUResult; 
end
Register_PC #(.WIDTH(WIDTH)) R_pc(.d(PC1), .clk(clk), .reset(reset), .enable(PCWrite), .q(PC));
always @*
begin 
 if(IorD) 
 Adr=ALUOut;
 else 
 Adr=PC; 
end
wire [WIDTH-1:0] data;
Register #(.WIDTH(WIDTH)) R_data(.d(Instruction), .clk(clk), .reset(reset), .enable(1'b1), .q(data));
always @*
begin 
 if(MomtoReg) 
 WData=data;
 else 
 WData=ALUOut; 
end
assign pcounter=PC;
assign Simulacion = ALUResult;
assign instr=Ms_r;
assign out=ALUOut;
endmodule 
module Memory_System
#
(
parameter DATA_WIDTH=32,
parameter MEMORY_DEPTH=64)
(
input Write_Enable_i,
input clk,
input [DATA_WIDTH-1:0] Write_Data,
input [DATA_WIDTH-1:0] Address_i,
output reg [DATA_WIDTH-1:0] Instruction_o
);
reg [DATA_WIDTH-1:0] rom [MEMORY_DEPTH-1:0];
reg [DATA_WIDTH-1:0] Instruction_o_rom;
reg [DATA_WIDTH-1:0] Instruction_o_ram;
initial
	begin
		$readmemh("C:/PROYECTOS/Data path/src/text.dat", rom);
	end
	always @ (Address_i)
	begin
		Instruction_o_rom = rom[(Address_i-32'h00400000)>>2];
	end
reg [DATA_WIDTH-1:0] ram[MEMORY_DEPTH-1:0];
always @ (posedge clk)
begin
	if (Write_Enable_i)
			ram[(Address_i-32'h10100000)>>2] = Write_Data;
			Instruction_o_ram = ram[(Address_i-32'h10100000)>>2];
	end
always @*
begin
if (Address_i >= 32'h10100000)
	Instruction_o <= Instruction_o_ram;
else
	Instruction_o <= Instruction_o_rom;
end
endmodule
module Register#(parameter WIDTH = 5)(q, d, clk, reset, enable);
input [WIDTH-1:0] d;
input clk;
input enable;
input reset;
output reg [WIDTH-1:0]	q;
always @ (posedge reset or posedge clk)
begin
	if (reset)
	begin
		q <= 0;
	end
	else
	begin
		if (enable)
		begin
			q <= d;
		end
	end
end
endmodule
module Register_PC #(parameter WIDTH = 5)(q, d, clk, reset, enable);
input [WIDTH-1:0] d;
input clk;
input enable;
input reset;
output reg [WIDTH-1:0]	q;
always @ (posedge reset or posedge clk)
begin
	if (reset)
	begin
		q <= 32'h00400000;
	end
	else
	begin
		if (enable)
		begin
			q <= d;
		end
	end
end
endmodule
module  Register_file2 #(parameter N=32)(
input clk,
input reset,
input Reg_Write_i,
input [4:0] Write_Register_i,
input [4:0] Read_Register_1_i,
input [4:0] Read_Register_2_i,
input [N-1:0] Write_Data_i,
output [N-1:0] Read_Data_1_o,
output [N-1:0] Read_Data_2_o,
output [2**5-1:0] one
);
wire [2**5-1:0] onehot_code;
wire [2**5-1:0] Q [31:0];
onehot #(.WIDTH(5)) decoder_onehot(.WR(Write_Register_i), .onehot(onehot_code));
genvar i;
generate
	for(i=0;i<=2**5-1; i = i + 1) begin: Counter
		Register #(.WIDTH(N)) Registros(.q(Q[i]), .clk(clk), .reset(reset), .d(Write_Data_i), 
		.enable(onehot_code[i] & Reg_Write_i));
	end
endgenerate
assign Read_Data_1_o = Q[Read_Register_1_i];
assign Read_Data_2_o = Q[Read_Register_2_i];
assign one=onehot_code;
endmodule
module Sign_Extend
(input [15:0] d,
output [31:0] q);
assign q = d[15]? {{16{1'b1}},d} : {{16{1'b0}},d};
endmodule 
module mux2to1#(parameter WIDTH=5)(I0, I1, Sel, Data_out);
   input [WIDTH-1:0] I0;
   input [WIDTH-1:0] I1;
   input Sel;
   output [WIDTH-1:0] Data_out;
assign Data_out=(Sel)? I1:I0;	
endmodule
module mux4to1(I0, I1, I2, I3, Sel, Data_out);
   input [31:0] I0;
   input [31:0] I1;
   input [31:0] I2;   
   input [31:0] I3;
   input [1:0] Sel;
   output [31:0] Data_out;
   reg [31:0] Data_out;
   parameter S0 = 2'b00;
   parameter S1 = 2'b01;
   parameter S2 = 2'b10;
   parameter S3 = 2'b11;
   always @ (*)
   begin
      case(Sel)
         S0: begin
            Data_out <= I0;
         end
         S1: begin
            Data_out <= I1;
         end
         S2: begin
            Data_out <= I2;
         end
         S3: begin
            Data_out <= I3;
         end
			endcase
   end
endmodule
module onehot #(parameter WIDTH = 5) (
    input [WIDTH-1:0] WR,
    output [2**WIDTH-1:0] onehot
);
assign onehot[0]=1'b0;
    generate
        genvar i;
        for(i=1; i<=2**WIDTH-1; i=i+1) begin: gen_onehot
				assign onehot[i] = (WR == i);
        end
    endgenerate
endmodule
[/design/flow/config.mk]
export PLATFORM = sky130hd
export DESIGN_NAME = MIPS_Multi_Cycle
export DESIGN_NICKNAME = MIPS_Multi_Cycle
export VERILOG_FILES = /design/flow/design.v
export SDC_FILE = /design/flow/constraint.sdc
export NUM_CORES = 4
export LEC_CHECK = 1
export CORE_UTILIZATION = 50
export SYNTH_HDL_FRONTEND = slang
[/design/flow/run.sh]
#!/bin/bash
# OpenROAD 26Q1-2900-gdf79404cd8, Yosys 0.63+post, stock flow scripts
make -C /OpenROAD-flow-scripts/flow DESIGN_CONFIG=/design/flow/config.mk WORK_HOME=/design/flow/orfs finish
[/design/flow/constraint.sdc]
current_design MIPS_Multi_Cycle

set clk_period 18.4
set clk_io_pct 0.2

create_clock -name clk0 -period $clk_period [get_ports {clk}]

set non_clock_inputs [all_inputs -no_clocks]
set_input_delay [expr $clk_period * $clk_io_pct] -clock clk0 $non_clock_inputs
set_output_delay [expr $clk_period * $clk_io_pct] -clock clk0 [all_outputs]
==> ci_impl_report.md <==
### Yosys + OpenROAD results

| Metric | Value |
|---|---|
| Status | `complete, no violations` |
| Netlist Area Pre-Place | `0.146 mm^2` |
| Max-cap viol count | `0` |
| Worst slew pin tran | `1160 ps` |
| Met2 WL | `241000 um` |
| Remaining Overflow, GRT | `0` |
| Core area | `0.291 mm^2` |
| Via-to-Cell Ratio | `6.53` |
| First-pass GRT wire length | `798000 um` |
| Clock latency (worst-skew pair) | `940 ps` |
| Routed met3 length | `67400 um` |
| Die Span Y | `543 um` |
| Crit path DRT | `14720 ps` |
| Leading area contributor after synthesis | `dfxtp_1` |
| DR pass1 iterations | `6` |
| Via count | `109000` |
| Reg clk slew, reported paths | `60 ps` |
| Flops after synth | `3264` |
| Post-synth top flop | `dfxtp_1` |
| Root buffer cell | `clkbuf_16` |
| Worst hold path type | `reg -> reg` |
| Worst slew margin | `0.221` |
| Final Non-Filler Cells | `16700` |
| Final setup skew | `60.9 ps` |
| Mapped Cells | `12700` |
| Clk buf depth | `4` |
| Number of warnings in the stage logs | `68` |
| Post-synth EDFFs | `0` |
| Largest type area fraction | `0.285` |
| Post-DP HPWL | `360000 um` |
| Pins over their slew limit | `0` |
| Setup bufs post-CTS | `0` |
| Fin util | `0.565` |
| Power Dens Cells | `135 mW/mm^2` |
| DIE AREA | `0.294 mm^2` |
| Tot Pwr | `0.0222 W` |
| Met1 wire length | `219000 um` |
| FILL cells | `23400` |
| Maximum VDD drop | `0.147 mV` |
| Ys cells | `12700` |
| Sequential area share after synthesis | `0.488` |
| Drc violations | `0` |
| CP Max Fanout | `36` |
| Max layer used | `met5` |
| Fin crit period | `14590 ps` |
| Core Util at FP | `0.502` |
| RSZ-0062 raised after global routing | `no` |
| Detailed Route Iter0 Violations | `8956` |
| CTS Hold Bufs | `0` |
| Critical path class | `in -> out` |
| Largest net degree at the start of global routing | `132` |
| Critical Path Source Type | `input pin` |
| Clk sinks | `3264` |
| Antenna violations before repair | `54` |
| Vias in the first global route | `108000` |
| Final wirelength | `561000 um` |
| PortBufs | `143` |
| Layout cells sized above 1 | `0.321` |
| GRT Util Overall | `0.402` |
| IO Pins | `144` |
| Row cnt | `198` |
| Tcrit/Tclk final | `0.793` |
| Asr flop ratio synth | `0.363` |
| Final setup viols | `0` |
| Leakage | `68.0 nW` |
| CTS H-tree lvls | `5` |
| Element type at the critical path end | `output pin` |
| Die Wd | `543 um` |
| Routability cong. | `1.03` |
| Distinct lib cells | `93` |
| Post-CTS Resized | `0` |
| Area contributors post-synth | `dfxtp_1, dfrtp_1, mux2_2, mux4_2, a21oi_1` |
| Routed WL per cell | `33.7 um` |
| Area Growth Syn to Fin | `12.4%` |
| Syn. warnings | `0` |
| TritonCTS clock tree | `built` |
| Fmax | `68.5 MHz` |
| Num CTS Buffers | `346` |
| Placed cell count | `16000` |
| Syn_area_per_cell | `11.5 um^2` |
| Routed Antenna Nets | `0` |
| Yosys stat area | `0.146 mm^2` |
| Crit path DAT | `10910 ps` |
| Hold Violations, Final | `0` |
## sequential cells by signal (all words and copies together) (netlist names)
register	count
Mem.ram	2048
Reg_file.Counter.Registros.q	992
Mem.Instruction_o_ram	32
R_ALU.q	32
R_MS.q	32
R_RF_A.q	32
R_RF_B.q	32
R_data.q	32
R_pc.q	32
## report_power, final
group / total, W / internal [W] / switching (W)
Sequential: 0.00829 / 0.00760 / 0.000686
Clock: 0.00709 / 0.00415 / 0.00293
Combinational: 0.00681 / 0.00215 / 0.00465
Total: 0.0222 / 0.0139 / 0.00828
## cells in the mapped netlist, types with 10 or more instances
cell type	count
a211o_1	14
a211oi_1	37
a21o_1	45
a21oi_1	1263
a221o_1	30
a221oi_1	197
a222oi_1	121
a22o_1	241
a22oi_1	459
a31oi_1	123
a41oi_1	25
and2_1	19
and3_1	25
buf_1	324
clkbuf_1	936
dfrtp_1	1183
dfxtp_1	2080
ha_1	93
inv_1	95
mux2_2	2233
mux2i_1	130
mux4_2	576
nand2_1	344
nand2b_1	27
nand3_1	73
nand4_1	69
nor2_1	1202
nor2b_1	18
nor3_1	52
nor4_1	36
o2111ai_1	12
o211ai_1	30
o21a_1	16
o21ai_0	228
o21bai_1	15
o221ai_1	16
o22ai_1	46
o31ai_1	29
o32ai_1	10
or3_1	17
xnor2_1	56
xor2_1	24
## layout by cell type (no fill, tap or decap), drive strengths merged, types with 24 or more instances in the layout
master         count
diode             28
xnor2             56
clkdlybuf4s50    137
a222oi           121
o21ai            231
mux4             576
a221oi           197
o22ai             46
a211oi            40
dfrtp           1183
dfxtp           2080
nor4              39
inv              103
a31oi            123
clkinv            82
nand2b            28
xor2              24
nand4             70
nand3             74
o31ai             29
o211ai            30
a22oi            459
nor3              53
a22o             241
buf              515
a41oi             25
clkbuf           504
ha                93
and3              25
a21oi           1265
nand2            344
mux2i            130
bufinv            24
a221o             30
nor2            1202
mux2            2233
a21o              45
## layer usage
metal,vias to the layer above,GRT usage
li1,47100,-
met1,55200,0.559
met2,5171,0.560
met3,1280,0.177
met4,46,0.186
met5,-,0.00263
## area by class of cell
type / count / area (um^2) / share of cell area
Sequential cell: 3264 / 71300 / 0.434
Multi-Input combinational cell: 8095 / 70600 / 0.430
Clock buffer: 504 / 10100 / 0.0615
Timing Repair Buffer: 652 / 5450 / 0.0332
Tap cell: 3900 / 4880 / 0.0297
Clock inverter: 122 / 1430 / 0.00868
Inverter: 96 / 364 / 0.00222
Antenna cell: 28 / 70.1 / 0.000427
## per-stage QoR
stage	hold WS, ps	setup WS [ps]	instance area (um^2)	TNS (ps)
floorplan	329	-1630	146000	-1929620
finish	350	3810	164000	0
global placement	339	4110	153000	0
CTS	351	4030	164000	0
detailed placement	341	4060	153000	0
global route	360	3680	164000	0
## logic make-up after synthesis
logic type | after synthesis | share of synthesized area
compound gates | 3056 | 0.138
xor+xnor | 80 | 0.00480
fa+ha+maj | 96 | 0.00838
buf+inv | 1365 | 0.0352
flops | 3264 | 0.488
mux | 2939 | 0.270
simple gates | 1924 | 0.0557
## worst max-delay path, stage by stage
cell	delay [ps]
buf_2	80
buf_4	450
mux2i_1	330
inv_1	120
ha_1	620
inv_1	240
a211oi_2	720
nand2_1	530
a211oi_1	680
o21ai_0	190
xnor2_1	290
nor4_4	580
nand4_2	320
o31a_1	370
o31ai_1	670
o21a_1	400
clkdlybuf4s50_1	530
## path summary, 6_finish.rpt
path	slack, ps	cells after the start	end	from
worst max-delay path	3810	17	Simulacion[30]	ALUSrcA
worst min register to register	350	0	R_data.q[19]	Mem.Instruction_o_ram[19]
worst max register to register	11470	15	R_pc.q[30]	R_RF_B.q[4]
min in group asynchronous	3010	2	R_ALU.q[11]	reset
worst min-delay path	350	0	R_data.q[19]	Mem.Instruction_o_ram[19]
max in group asynchronous	11570	7	Reg_file.Counter[27].Registros.q[7]	reset
Power is estimated from default activity; no workload was simulated.
